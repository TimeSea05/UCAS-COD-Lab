`design/flow/design.v`:
```
`timescale 10ns / 1ns
module dcache_top (
    input	      clk,
    input	      rst,
    input         from_cpu_mem_req_valid,
    input         from_cpu_mem_req,
    input  [31:0] from_cpu_mem_req_addr,
    input  [31:0] from_cpu_mem_req_wdata,
    input  [ 3:0] from_cpu_mem_req_wstrb,
    output        to_cpu_mem_req_ready,
    output        to_cpu_cache_rsp_valid,
    output [31:0] to_cpu_cache_rsp_data,
    input         from_cpu_cache_rsp_ready,
    output        to_mem_rd_req_valid,
    output [31:0] to_mem_rd_req_addr,
    output [ 7:0] to_mem_rd_req_len,
    input	      from_mem_rd_req_ready,
    input	      from_mem_rd_rsp_valid,
    input  [31:0] from_mem_rd_rsp_data,
    input	      from_mem_rd_rsp_last,
    output        to_mem_rd_rsp_ready,
    output        to_mem_wr_req_valid,
    output [31:0] to_mem_wr_req_addr,
    output [ 7:0] to_mem_wr_req_len,
    input         from_mem_wr_req_ready,
    output        to_mem_wr_data_valid,
    output [31:0] to_mem_wr_data,
    output [ 3:0] to_mem_wr_data_strb,
    output        to_mem_wr_data_last,
    input	      from_mem_wr_data_ready
);
    wire [3 - 1:0] set = from_cpu_mem_req_addr_reg[7:5];
    wire [23:0] tag = from_cpu_mem_req_addr_reg[31:8];
    wire [4:0] offset = from_cpu_mem_req_addr_reg[4:0];
    integer i;
    reg [7:0] valid_array_way0;
    reg [7:0] valid_array_way1;
    reg [7:0] valid_array_way2;
    reg [7:0] valid_array_way3;
    always @(posedge clk) begin
        if (rst) begin
                valid_array_way0 <= 8'b0;
                valid_array_way1 <= 8'b0;
                valid_array_way2 <= 8'b0;
                valid_array_way3 <= 8'b0;
        end
        else if (isNowREFILL) begin
            if (cache_hit_way0_reg) valid_array_way0[set] <= 1'b1;
            if (cache_hit_way1_reg) valid_array_way1[set] <= 1'b1;
            if (cache_hit_way2_reg)	valid_array_way2[set] <= 1'b1;
            if (cache_hit_way3_reg)	valid_array_way3[set] <= 1'b1;
        end
    end
    reg [23:0] tag_array_way0 [7:0];
    reg [23:0] tag_array_way1 [7:0];
    reg [23:0] tag_array_way2 [7:0];
    reg [23:0] tag_array_way3 [7:0];
    always @(posedge clk) begin
        if (isNowREFILL) begin
            if (cache_hit_way0_reg) tag_array_way0[set] <= tag;
            if (cache_hit_way1_reg) tag_array_way1[set] <= tag;
            if (cache_hit_way2_reg) tag_array_way2[set] <= tag;
            if (cache_hit_way3_reg) tag_array_way3[set] <= tag;
        end
    end
    reg [255:0] data_array_way0 [7:0];
    reg [255:0] data_array_way1 [7:0];
    reg [255:0] data_array_way2 [7:0];
    reg [255:0] data_array_way3 [7:0];
    always @(posedge clk) begin
        if (isNowREFILL) begin
            if (cache_hit_way0_reg) data_array_way0[set] <= new_cache_line;
            if (cache_hit_way1_reg) data_array_way1[set] <= new_cache_line;
            if (cache_hit_way2_reg) data_array_way2[set] <= new_cache_line;
            if (cache_hit_way3_reg) data_array_way3[set] <= new_cache_line;
        end
        else if (isNowCACHE_WRITE) begin
            if (cache_hit_way0_reg) data_array_way0[set][{offset, 3'b0}+:32] <= from_cpu_mem_req_wdata_processed;
            if (cache_hit_way1_reg) data_array_way1[set][{offset, 3'b0}+:32] <= from_cpu_mem_req_wdata_processed;
            if (cache_hit_way2_reg) data_array_way2[set][{offset, 3'b0}+:32] <= from_cpu_mem_req_wdata_processed;
            if (cache_hit_way3_reg) data_array_way3[set][{offset, 3'b0}+:32] <= from_cpu_mem_req_wdata_processed;
        end
    end
    reg [4 - 1:0] dirty_array [8 - 1:0];
    always @(posedge clk) begin
        if (rst) begin
            for (i = 0; i < 8; i = i + 1) begin
                dirty_array[i] <= 4'b0;
            end
        end
        else if (isNowCACHE_WRITE) begin
            if (cache_hit_way0_reg) dirty_array[set][0] <= 1'b1;
            if (cache_hit_way1_reg) dirty_array[set][1] <= 1'b1;
            if (cache_hit_way2_reg) dirty_array[set][2] <= 1'b1;
            if (cache_hit_way3_reg) dirty_array[set][3] <= 1'b1;
        end
        else if (isNowSEND) begin
            if (cache_hit_way0_reg) dirty_array[set][0] <= 1'b0;
            if (cache_hit_way1_reg) dirty_array[set][1] <= 1'b0;
            if (cache_hit_way2_reg) dirty_array[set][2] <= 1'b0;
            if (cache_hit_way3_reg) dirty_array[set][3] <= 1'b0;
        end
    end
    wire cache_hit_way0 = tag_array_way0[set] == tag & valid_array_way0[set];
    wire cache_hit_way1 = tag_array_way1[set] == tag & valid_array_way1[set];
    wire cache_hit_way2 = tag_array_way2[set] == tag & valid_array_way2[set];
    wire cache_hit_way3 = tag_array_way3[set] == tag & valid_array_way3[set];
    reg cache_hit_way0_reg;
    reg cache_hit_way1_reg;
    reg cache_hit_way2_reg;
    reg cache_hit_way3_reg;
    always @(posedge clk) begin
        if (isNowTAG_READ) begin
            cache_hit_way0_reg <= cache_hit_way0;
            cache_hit_way1_reg <= cache_hit_way1;
            cache_hit_way2_reg <= cache_hit_way2;
            cache_hit_way3_reg <= cache_hit_way3;
        end
        else if (isNowEVICT) begin
            cache_hit_way0_reg <= conflict_hit_way0;
            cache_hit_way1_reg <= conflict_hit_way1;
            cache_hit_way2_reg <= conflict_hit_way2;
            cache_hit_way3_reg <= conflict_hit_way3;
        end
    end
    wire cache_hit  = cache_hit_way0 | cache_hit_way1 | cache_hit_way2 | cache_hit_way3;
    wire read_hit   = cache_hit & ~from_cpu_mem_req_reg;
    wire read_miss  = ~cache_hit & ~from_cpu_mem_req_reg;
    wire write_hit  = cache_hit & from_cpu_mem_req_reg;
    wire write_miss = ~cache_hit & from_cpu_mem_req_reg;
    wire all_valid = valid_array_way0[set] & valid_array_way1[set]
                   & valid_array_way2[set] & valid_array_way3[set];
    wire dirty = conflict_hit_way0 & valid_array_way0[set] & dirty_array[set][0]
               | conflict_hit_way1 & valid_array_way1[set] & dirty_array[set][1]
               | conflict_hit_way2 & valid_array_way2[set] & dirty_array[set][2]
               | conflict_hit_way3 & valid_array_way3[set] & dirty_array[set][3];
    wire bypass = (~|from_cpu_mem_req_addr_reg[31:5])	 
                | (|from_cpu_mem_req_addr_reg[31:30]);	 
    wire bypass_read = bypass & ~from_cpu_mem_req_reg;
    wire bypass_write = bypass & from_cpu_mem_req_reg;
    wire [256 - 1:0] cache_data = {256{cache_hit_way0_reg}} & data_array_way0[set]
                                      | {256{cache_hit_way1_reg}} & data_array_way1[set]
                                      | {256{cache_hit_way2_reg}} & data_array_way2[set]
                                      | {256{cache_hit_way3_reg}} & data_array_way3[set];
    wire [31:0] cache_hit_data = cache_data[{offset, 3'b0}+:32];
    reg [2:0] PLRU_reg [8 - 1:0];
    wire conflict_hit_way0 = all_valid & ~PLRU_reg[set][0] & ~PLRU_reg[set][1]
                           | ~valid_array_way0[set];
    wire conflict_hit_way1 = all_valid & ~PLRU_reg[set][0] & PLRU_reg[set][1]
                           | valid_array_way0[set] & ~valid_array_way1[set];
    wire conflict_hit_way2 = all_valid & PLRU_reg[set][0] & ~PLRU_reg[set][2]
                           | valid_array_way0[set] & valid_array_way1[set] & ~valid_array_way2[set];
    wire conflict_hit_way3 = all_valid & PLRU_reg[set][0] & PLRU_reg[set][2]
                           | valid_array_way0[set] & valid_array_way1[set] & valid_array_way2[set] & ~valid_array_way3[set];
    wire cache_hit_way01 = cache_hit_way0_reg | cache_hit_way1_reg;
    always @(posedge clk) begin
        if (rst) begin
            for (i = 0; i < 8; i = i + 1) begin
                PLRU_reg[i] <= 3'b0;
            end
        end
        if (isNowRESPONSE) begin
            PLRU_reg[set][0] <= cache_hit_way01;
            if (cache_hit_way01) PLRU_reg[set][1] <= cache_hit_way0_reg;
            if (~cache_hit_way01) PLRU_reg[set][2] <= cache_hit_way2_reg;
        end
    end
    reg [14:0] current_state;
    reg [14:0] next_state;
    localparam CPU_WAIT     = 15'b000000000000001,
               TAG_READ     = 15'b000000000000010,
               CACHE_READ   = 15'b000000000000100,
               EVICT        = 15'b000000000001000,
               CACHE_WRITE  = 15'b000000000010000,
               MEM_READ     = 15'b000000000100000,
               MEM_WRITE    = 15'b000000001000000,
               RECEIVE      = 15'b000000010000000,
               SEND         = 15'b000000100000000,
               REFILL       = 15'b000001000000000,
               RESPONSE     = 15'b000010000000000,
               BY_READ_REQ  = 15'b000100000000000,
               BY_RECEIVE   = 15'b001000000000000,
               BY_WRITE_REQ = 15'b010000000000000,
               BY_SEND      = 15'b100000000000000;
    wire isNowCPU_WAIT     = current_state == CPU_WAIT;
    wire isNowTAG_READ     = current_state == TAG_READ;
    wire isNowCACHE_READ   = current_state == CACHE_READ;
    wire isNowEVICT        = current_state == EVICT;
    wire isNowCACHE_WRITE  = current_state == CACHE_WRITE;
    wire isNowMEM_READ     = current_state == MEM_READ;
    wire isNowMEM_WRITE    = current_state == MEM_WRITE;
    wire isNowRECEIVE      = current_state == RECEIVE;
    wire isNowSEND         = current_state == SEND;
    wire isNowREFILL       = current_state == REFILL;
    wire isNowRESPONSE     = current_state == RESPONSE;
    wire isNowBY_READ_REQ  = current_state == BY_READ_REQ;
    wire isNowBY_WRITE_REQ = current_state == BY_WRITE_REQ;
    wire isNowBY_RECEIVE   = current_state == BY_RECEIVE;
    wire isNowBY_SEND      = current_state == BY_SEND;
    always @(posedge clk) begin
        if (rst) current_state <= CPU_WAIT;
        else current_state <= next_state;
    end
    always @(*) begin
        case (current_state)
            CPU_WAIT: begin
                if (from_cpu_mem_req_valid) next_state = TAG_READ;
                else next_state = CPU_WAIT;
            end
            TAG_READ: begin
                if (read_hit & ~bypass) next_state = CACHE_READ;	     
                else if ((read_miss | write_miss) & ~bypass) next_state = EVICT;	 
                else if (write_hit & ~bypass) next_state = CACHE_WRITE;	 
                else if (bypass & ~from_cpu_mem_req_reg) next_state = BY_READ_REQ;
                else if (bypass & from_cpu_mem_req_reg) next_state = BY_WRITE_REQ;
                else next_state = TAG_READ;
            end
            CACHE_READ: next_state = RESPONSE;
            EVICT: begin
                if (dirty) next_state = MEM_WRITE;
                else next_state = MEM_READ;
            end
            MEM_READ: begin
                if (from_mem_rd_req_ready) next_state = RECEIVE;
                else next_state = MEM_READ;
            end
            RECEIVE: begin
                if (from_mem_rd_rsp_valid & from_mem_rd_rsp_last) next_state = REFILL;
                else next_state = RECEIVE;
            end
            REFILL: begin
                if (from_cpu_mem_req_reg) next_state = CACHE_WRITE;
                else next_state = RESPONSE;
            end
            RESPONSE: begin
                if (from_cpu_cache_rsp_ready) next_state = CPU_WAIT;
                else next_state = RESPONSE;
            end
            MEM_WRITE: begin
                if (from_mem_wr_req_ready) next_state = SEND;
                else next_state = MEM_WRITE;
            end
            SEND: begin
                if (from_mem_wr_data_ready & to_mem_wr_data_last) next_state = MEM_READ;
                else next_state = SEND;
            end
            CACHE_WRITE: next_state = CPU_WAIT;
            BY_READ_REQ: next_state = BY_RECEIVE;
            BY_WRITE_REQ: next_state = BY_SEND;
            BY_RECEIVE: begin
                if (from_mem_rd_rsp_valid & from_mem_rd_rsp_last) next_state = RESPONSE;
                else next_state = BY_RECEIVE;
            end
            BY_SEND: begin
                if (from_mem_wr_data_ready & to_mem_wr_data_last) next_state = CPU_WAIT;
                else next_state = BY_SEND;
            end
            default: next_state = CPU_WAIT;
        endcase
    end
    assign to_cpu_mem_req_ready   = isNowCPU_WAIT;
    assign to_cpu_cache_rsp_valid = isNowRESPONSE;
    assign to_mem_rd_req_valid    = isNowMEM_READ | isNowBY_READ_REQ;
    assign to_mem_rd_rsp_ready    = isNowRECEIVE  | isNowBY_RECEIVE | rst;
    assign to_mem_wr_req_valid    = isNowMEM_WRITE | isNowBY_WRITE_REQ;
    assign to_mem_wr_data_valid   = isNowSEND | isNowBY_SEND;
    reg [31:0] bypass_read_data;
    reg [256 - 1:0] new_cache_line;
    always @(posedge clk) begin
        if (isNowRECEIVE & from_mem_rd_rsp_valid) begin
            new_cache_line <= {from_mem_rd_rsp_data, new_cache_line[256 - 1:32]};
        end
    end
    always @(posedge clk) begin
        if (isNowBY_RECEIVE & from_mem_rd_rsp_valid) begin
            bypass_read_data <= from_mem_rd_rsp_data;
        end
    end
    assign to_mem_wr_req_addr = {32{bypass}} & from_cpu_mem_req_addr_reg
                              | {32{~bypass & cache_hit_way0_reg}} & {tag_array_way0[set], set, 5'b0}
                              | {32{~bypass & cache_hit_way1_reg}} & {tag_array_way1[set], set, 5'b0}
                              | {32{~bypass & cache_hit_way2_reg}} & {tag_array_way2[set], set, 5'b0}
                              | {32{~bypass & cache_hit_way3_reg}} & {tag_array_way3[set], set, 5'b0};
    assign to_mem_wr_req_len = bypass ? 8'b0 : 8'h07;
    assign to_mem_wr_data_strb = bypass ? from_cpu_mem_req_wstrb_reg : 4'b1111;
    assign to_cpu_cache_rsp_data = bypass ? bypass_read_data : cache_hit_data;
    wire [31:0] from_cpu_mem_req_wdata_processed;
    assign from_cpu_mem_req_wdata_processed = {
        {8{from_cpu_mem_req_wstrb_reg[3]}} & from_cpu_mem_req_wdata_reg[31:24] | {8{~from_cpu_mem_req_wstrb_reg[3]}} & cache_hit_data[31:24],
        {8{from_cpu_mem_req_wstrb_reg[2]}} & from_cpu_mem_req_wdata_reg[23:16] | {8{~from_cpu_mem_req_wstrb_reg[2]}} & cache_hit_data[23:16],
        {8{from_cpu_mem_req_wstrb_reg[1]}} & from_cpu_mem_req_wdata_reg[15:8]  | {8{~from_cpu_mem_req_wstrb_reg[1]}} & cache_hit_data[15:8],
        {8{from_cpu_mem_req_wstrb_reg[0]}} & from_cpu_mem_req_wdata_reg[ 7:0]  | {8{~from_cpu_mem_req_wstrb_reg[0]}} & cache_hit_data[7:0]
    };
    reg [256 - 1:0] write_data;
    reg [7:0] write_len;
    always @(posedge clk) begin
        if (isNowMEM_WRITE | isNowBY_WRITE_REQ) begin
            if (bypass) write_len <= 8'b00000001;
            else write_len <= 8'b10000000;
        end
        else if (isNowSEND && from_mem_wr_data_ready) write_len <= {1'b0, write_len[7:1]};
    end
    always @(posedge clk) begin
        if (isNowMEM_WRITE | isNowBY_WRITE_REQ) begin
            if (bypass) write_data <= {224'b0, from_cpu_mem_req_wdata_reg};
            else write_data <= cache_data;
        end
        else if (isNowSEND && from_mem_wr_data_ready) begin
            write_data <= {32'b0, write_data[255:32]};
        end
    end
    assign to_mem_wr_data = write_data[31:0];
    assign to_mem_wr_data_last = write_len[0];
    reg from_cpu_mem_req_reg;
    reg [31:0] from_cpu_mem_req_addr_reg;
    reg [31:0] from_cpu_mem_req_wdata_reg;
    reg [3:0] from_cpu_mem_req_wstrb_reg;
    always @(posedge clk) begin
        if (isNowCPU_WAIT & from_cpu_mem_req_valid) begin
            from_cpu_mem_req_reg       <= from_cpu_mem_req;
            from_cpu_mem_req_addr_reg  <= from_cpu_mem_req_addr;
            from_cpu_mem_req_wdata_reg <= from_cpu_mem_req_wdata;
            from_cpu_mem_req_wstrb_reg <= from_cpu_mem_req_wstrb;
        end
    end
    assign to_mem_rd_req_len   = bypass ? 8'h0 : 8'h7;
    assign to_mem_rd_req_addr  = bypass ? from_cpu_mem_req_addr_reg : {from_cpu_mem_req_addr_reg[31:5], 5'b0};
endmodule
```
`design/flow/run.sh`:
```
#!/bin/bash
# OpenROAD 26Q1-2900-gdf79404cd8, Yosys 0.63+post, stock flow scripts
make -C /OpenROAD-flow-scripts/flow DESIGN_CONFIG=/design/flow/config.mk WORK_HOME=/design/flow/orfs finish
```
`design/flow/config.mk`:
```
export PLATFORM = sky130hd
export DESIGN_NAME = dcache_top
export DESIGN_NICKNAME = dcache_top
export VERILOG_FILES = /design/flow/design.v
export SDC_FILE = /design/flow/constraint.sdc
export NUM_CORES = 4
export LEC_CHECK = 1
export CORE_UTILIZATION = 50
export SYNTH_MEMORY_MAX_BITS = 65536
```
`design/flow/constraint.sdc`:
```
current_design dcache_top

set clk_period 144.7
set clk_io_pct 0.2

create_clock -name clk0 -period $clk_period [get_ports {clk}]

set non_clock_inputs [all_inputs -no_clocks]
set_input_delay [expr $clk_period * $clk_io_pct] -clock clk0 $non_clock_inputs
set_output_delay [expr $clk_period * $clk_io_pct] -clock clk0 [all_outputs]
```
==> notes.md <==
Figures from the implementation reports.

- The worst relative slew slack is 0.0914.
- Before antenna repair, the detailed router went through 8 iterations.
- The via count of the first global-routing pass is 233000.
- In this run, synthesis inferred 9641 flip-flops with an integrated enable.
- Per the layout area report, the combinational gate area comes to 93600 µm².
- The cell depth of the worst flop-to-flop path is 21.
- Synthesis produced a netlist whose cell count is 20800.
- The final total negative setup slack is 0 ns.
- The fraction of the yosys area taken by sequential cells reads 0.741.
- Yosys reported that registers with async set or reset make up 0.
- The number of buffers inserted by hold repair at cts is 0.
- The arrival time of the worst setup path is 29.97 ns.
- The half-perimeter wire length after detailed placement is 938000 µm.
- The top cell types in the final layout, fill and taps aside, are edfxtp_1 (9641), mux4_2 (2157), buf_4 (1951), nor2_1 (1819), clkbuf_16 (957).
- The post-cts resize count reads 0.
- The post-synthesis area per instance is 18.9 µm².
- The H-tree level count reads 6.
- For the pin with the worst max-slew slack, the measured transition is 1.35 ns.
- The start point of the worst hold path reads valid_array_way1[2]$_SDFFE_PP0P_.
- The initial standard-cell utilization of the core is 0.503.
- The clock-pin slew reported for the worst setup and hold paths after clock tree synthesis reads 0.06 ns.
- The cell total after placement is 32000.
- The fraction of final layout cells with drive strength greater than 1 reads 0.264.
- The region available for standard cell placement spans 780000 µm².
- The final-report setup violation count reads 0.
- Of the post-synthesis cell area, the dominant cell type holds 0.739.
- The clock period minus final worst setup slack is 58.91 ns.
- The area used by sequential logic in the layout reads 291000 µm².
- The number of maximum-capacitance violations recorded for the run is 0.
- The count of yosys warnings during synthesis is 1.
- The maximum number of pins on one net before global-route repair reads 90.
- Per the repair_timing log after CTS, setup buffers inserted total 0.
- The most critical hold endpoint after final layout shows a slack of 0.464 ns.
- The count of warning messages emitted by the tools is 30.
- The worst reg2reg path endpoint is data_array_way0[4][44]$_DFFE_PP_.
- After the first detailed-routing iteration, the DRC count stood at 17700.
- Clock tree synthesis found a total of 9691 sinks.
- The final timing summary puts the cycle share of the worst path at 0.407.
- The final timing report lists a max-slew violation count of 0.
- The detailed-route vias per instance reads 6.44.
- The distinct cell type count of the synthesized netlist reads 116.
- After its last routability iteration, the placer logged a weighted congestion of 1.05.
- The category of the worst setup path capture point is an output port.
- The worst reg-to-reg setup slack reads 132.48 ns.
- The predominant post-synthesis flop cell reads edfxtp_1.
- The reported leakage power reads 0.142 µW.
- The endpoint of the worst hold path is reported as valid_array_way1[2]$_SDFFE_PP0P_.
- The insertion delay to the later sink of the worst-skew pair is 1.27 ns.
- The worst slack at placement reads 85.77 ns.
- The first-pass GRT wire length reads 1870000 µm.
- STA reports the tightest min-delay check as being of type flip-flop to flip-flop.
- The CTS tree is done.
- In the final routed layout, each cell accounts on average for 40.5 µm.
- The floorplan step defined a die boundary enclosing 787000 µm².
- The height of the die is 887 µm.
- STA classifies the critical path startpoint as an input pin.
- The critical path is of the input pin to output port type.
- Per the GRT congestion report, total overflow comes to 0.
- The largest vdd supply drop reads 15.7 µV.
- The floorplan row count is 324.
- For this block, the via count after detailed routing is 219000.
- The number of cells reported by Yosys stat comes to 20800.
- Setup repair after global routing left no endpoint under its margin.
- The data required time of the critical path is 115.76 ns.
- The placement report lists the number of port buffers as 254.
- The number of antenna violations at the first check in global routing reads 115.
- From left edge to right edge, the die measures 887 µm.
- The area growth from synthesis to layout is 13.8%.
- The post-synth design cell area reads 392000 µm².
- Among logic cells in the layout, the one with the most instances is edfxtp_1.
- Setup slack closes at 85.79 ns.
- The count of final hold-check violations is 0.
- The core utilization of the finished layout is 0.572.
- In the post-synthesis netlist, the biggest area contributors are edfxtp_1 (74%), mux4_2 (12%), a22oi_1 (1.8%).
- The root cell of the clock tree is clkbuf_16.
- The maximum count of clock buffers along a single path reads 4.
- The overall track demand over capacity in global routing is 0.394.
- The total CTS buffers reads 952.
- The wire length recorded after detailed routing is 1370000 µm.
- Counting instances, the worst hold path has a depth of 2.
- After layout, the setup clock skew is reported as 0.128 ns.
- Counting the fill cells in the layout gives 57100.
- The highest fanout seen on the critical path is 18.
- Yosys reported a register bit count of 9691.
- The cell accounting for the most synthesized area reads edfxtp_1.
- The run finished with clean final reports.
- The remaining antenna violation count reads 0.
- According to the I/O placement log, the pin count is 265.
- For this design the ratio of total power to cell area is 13.5 nW/µm².
- The DRC violation count after routing reads 0.
- The tally of non-filler cells in the final layout is 33900.
- The achievable frequency is 17.0 MHz.
- The yosys-reported design area after synthesis is 392000 µm².
[cell type report]
cell class              instances  area share
clock buffers                1171      0.0556
flip-flops and latches       9691       0.652
multi-input cells            9604       0.210
diodes                        200     0.00112
clock inverters               592      0.0125
repair buffers               2226      0.0395
inverters                      27    0.000295
well taps                   10400      0.0293
[per-stage QoR]
step | instance area, µm² | power (µW)
floorplan | 392000 | 3390
global placement | 415000 | 3650
detailed placement | 415000 | 3650
CTS | 445000 | 6040
global route | 445000 | 6170
finish | 446000 | 6030
[worst max-delay path: stages]
cell and delay (ns):
buf_2 0.20, or3_1 0.39, clkdlybuf4s50_1 0.44
[where the power goes]
| part | switching [µW] | internal [µW] | total, µW | leakage, µW |
|---|---|---|---|---|
| Clock | 1070 | 1350 | 2420 | 0.0148 |
| Sequential | 4.37 | 3050 | 3050 | 0.0872 |
| Combinational | 385 | 175 | 559 | 0.0397 |
[logic make-up (layout without fill, tap and decap cells)]
family | after synthesis | after routing | synth area share
AOI/OAI and AO/OA | 3232 | 3232 | 0.0545
xor gates and xnor gates | 99 | 99 | 0.00221
adders and majority gates | 5 | 5 | 0.000160
buffers and inverters | 1491 | 4016 | 0.0216
DFF | 9691 | 9691 | 0.741
muxes | 2807 | 2807 | 0.143
other | 1 | 210 | 0.00000957
and+or+nand+nor | 3451 | 3451 | 0.0376
[Yosys cell counts, types with 13 or more instances]
cell type / n
a211oi_1: 35
a21o_1: 23
a21oi_1: 583
a21oi_2: 19
a221oi_1: 21
a22o_1: 182
a22oi_1: 940
a22oi_2: 17
a31oi_1: 40
and2_1: 34
and3_1: 41
and4_1: 14
buf_1: 63
buf_12: 16
buf_2: 305
buf_4: 213
buf_6: 153
buf_8: 24
clkbuf_1: 678
dfxtp_1: 50
edfxtp_1: 9641
inv_1: 24
mux2_2: 425
mux2i_1: 204
mux4_2: 2157
nand2_1: 837
nand2b_1: 21
nand3_1: 67
nand4_1: 233
nand4_2: 13
nor2_1: 1871
nor2b_1: 25
nor3_1: 142
nor4_1: 57
o211ai_1: 17
o21ai_0: 596
o21ai_1: 107
o21bai_1: 34
o221ai_1: 22
o22a_1: 14
o22ai_1: 424
or2_2: 23
or3_1: 32
xnor2_1: 61
xor2_1: 38
[metal layers]
metal,vias up,wire length [µm],share of wire,global-route usage
li1,89200,-,-,-
met1,110000,407000,0.30,0.490
met2,16500,589000,0.43,0.501
met3,3191,274000,0.20,0.325
met4,184,97600,0.071,0.205
met5,-,6920,0.0050,0.0795
[worst max-delay path by stage]
| stage | from | endpoint | cells after the start |
|---|---|---|---|
| CTS | rst | to_mem_rd_rsp_ready | 3 |
| global route | rst | to_mem_rd_rsp_ready | 3 |
| finish | rst | to_mem_rd_rsp_ready | 3 |
Power and IR drop assume default switching activity.
