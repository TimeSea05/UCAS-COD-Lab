`./config.mk`:
```
export PLATFORM = sky130hd
export DESIGN_NAME = icache_top
export DESIGN_NICKNAME = icache_top
export VERILOG_FILES = /design/flow/design.v
export SDC_FILE = /design/flow/constraint.sdc
export NUM_CORES = 4
export LEC_CHECK = 1
export CORE_UTILIZATION = 30
export SYNTH_MEMORY_MAX_BITS = 65536
```
`./constraint.sdc`:
```
current_design icache_top

set clk_period 209.7
set clk_io_pct 0.2

create_clock -name clk0 -period $clk_period [get_ports {clk}]

set non_clock_inputs [all_inputs -no_clocks]
set_input_delay [expr $clk_period * $clk_io_pct] -clock clk0 $non_clock_inputs
set_output_delay [expr $clk_period * $clk_io_pct] -clock clk0 [all_outputs]
```
`./design.v`:
```
`timescale 10ns / 1ns
module icache_top (
    input	      clk,
    input	      rst,
    input         from_cpu_inst_req_valid,
    input  [31:0] from_cpu_inst_req_addr,
    output        to_cpu_inst_req_ready,
    output        to_cpu_cache_rsp_valid,
    output [31:0] to_cpu_cache_rsp_data,
    input	      from_cpu_cache_rsp_ready,
    output        to_mem_rd_req_valid,
    output [31:0] to_mem_rd_req_addr,
    input         from_mem_rd_req_ready,
    input         from_mem_rd_rsp_valid,
    input  [31:0] from_mem_rd_rsp_data,
    input         from_mem_rd_rsp_last,
    output        to_mem_rd_rsp_ready
);
    wire [3 - 1:0] set = from_cpu_inst_req_addr[7:5];
    wire [23:0] tag = from_cpu_inst_req_addr[31:8];
    wire [4:0] offset = from_cpu_inst_req_addr[4:0];
    integer i;
    reg [7:0] valid_array_way0;
    reg [7:0] valid_array_way1;
    reg [7:0] valid_array_way2;
    reg [7:0] valid_array_way3;
    always @(posedge clk) begin
        if (rst) begin
            for (i = 0; i < 8; i = i + 1) begin
                valid_array_way0[i] <= 1'b0;
                valid_array_way1[i] <= 1'b0;
                valid_array_way2[i] <= 1'b0;
                valid_array_way3[i] <= 1'b0;
            end
        end
        else if (isNowREFILL) begin
            if (cache_hit_way0_reg) valid_array_way0[set] <= 1'b1;
            if (cache_hit_way1_reg) valid_array_way1[set] <= 1'b1;
            if (cache_hit_way2_reg)	valid_array_way2[set] <= 1'b1;
            if (cache_hit_way3_reg)	valid_array_way3[set] <= 1'b1;
        end
    end
    reg [23:0] tag_array_way0 [7:0];
    reg [23:0] tag_array_way1 [7:0];
    reg [23:0] tag_array_way2 [7:0];
    reg [23:0] tag_array_way3 [7:0];
    reg [255:0] data_array_way0 [7:0];
    reg [255:0] data_array_way1 [7:0];
    reg [255:0] data_array_way2 [7:0];
    reg [255:0] data_array_way3 [7:0];
    always @(posedge clk) begin
        if (isNowREFILL) begin
            if (cache_hit_way0_reg) begin
                tag_array_way0[set] <= tag;
                data_array_way0[set] <= new_cache_line;
            end
            else if (cache_hit_way1_reg) begin
                tag_array_way1[set] <= tag;
                data_array_way1[set] <= new_cache_line;
            end
            else if (cache_hit_way2_reg) begin
                tag_array_way2[set] <= tag;
                data_array_way2[set] <= new_cache_line;
            end
            else if (cache_hit_way3_reg) begin
                tag_array_way3[set] <= tag;
                data_array_way3[set] <= new_cache_line;
            end
        end
    end
    wire cache_hit_way0 = tag_array_way0[set] == tag & valid_array_way0[set];
    wire cache_hit_way1 = tag_array_way1[set] == tag & valid_array_way1[set];
    wire cache_hit_way2 = tag_array_way2[set] == tag & valid_array_way2[set];
    wire cache_hit_way3 = tag_array_way3[set] == tag & valid_array_way3[set];
    reg cache_hit_way1_reg;
    reg cache_hit_way0_reg;
    reg cache_hit_way2_reg;
    reg cache_hit_way3_reg;
    wire cache_hit = cache_hit_way0 | cache_hit_way1 | cache_hit_way2 | cache_hit_way3;
    wire all_valid = valid_array_way0[set] & valid_array_way1[set]
                   & valid_array_way2[set] & valid_array_way3[set];
    wire [256 - 1:0] cache_data = {256{cache_hit_way0}} & data_array_way0[set]
                                      | {256{cache_hit_way1}} & data_array_way1[set]
                                      | {256{cache_hit_way2}} & data_array_way2[set]
                                      | {256{cache_hit_way3}} & data_array_way3[set];
    wire [31:0] cache_hit_data = cache_data[{offset, 3'b0}+:32];
    assign to_cpu_cache_rsp_data = cache_hit_data;
    reg [2:0] PLRU_reg [8 - 1:0];
    wire conflict_hit_way0 = all_valid & ~PLRU_reg[set][0] & ~PLRU_reg[set][1]
                             | ~valid_array_way0[set];
    wire conflict_hit_way1 = all_valid & ~PLRU_reg[set][0] & PLRU_reg[set][1]
                             | valid_array_way0[set] & ~valid_array_way1[set];
    wire conflict_hit_way2 = all_valid & PLRU_reg[set][0] & ~PLRU_reg[set][2]
                             | valid_array_way0[set] & valid_array_way1[set] & ~valid_array_way2[set];
    wire conflict_hit_way3 = all_valid & PLRU_reg[set][0] & PLRU_reg[set][2]
                             | valid_array_way0[set] & valid_array_way1[set] & valid_array_way2[set] & ~valid_array_way3[set];
    always @(posedge clk) begin
        if (isNowTAG_READ) begin
            cache_hit_way0_reg <= cache_hit_way0;
            cache_hit_way1_reg <= cache_hit_way1;
            cache_hit_way2_reg <= cache_hit_way2;
            cache_hit_way3_reg <= cache_hit_way3;
        end
        else if (isNowEVICT) begin
            cache_hit_way0_reg <= conflict_hit_way0;
            cache_hit_way1_reg <= conflict_hit_way1;
            cache_hit_way2_reg <= conflict_hit_way2;
            cache_hit_way3_reg <= conflict_hit_way3;
        end
    end
    wire cache_hit_way01 = cache_hit_way0_reg | cache_hit_way1_reg;
    always @(posedge clk) begin
        if (rst) begin
            for (i = 0; i < 8; i = i + 1) begin
                PLRU_reg[i] <= 3'b0;
            end
        end
        else if (isNowRESPONSE) begin
            PLRU_reg[set][0] <= cache_hit_way01;
            if (cache_hit_way01) PLRU_reg[set][1] <= cache_hit_way0_reg;
            if (~cache_hit_way01) PLRU_reg[set][2] <= cache_hit_way2_reg;
        end
    end
    reg [7:0] current_state;
    reg [7:0] next_state;
    localparam CPU_WAIT   = 8'b00000001,
               TAG_READ   = 8'b00000010,
               CACHE_READ = 8'b00000100,
               EVICT      = 8'b00001000,
               MEM_READ   = 8'b00010000,
               RECEIVE    = 8'b00100000,
               REFILL     = 8'b01000000,
               RESPONSE   = 8'b10000000;
    always @(posedge clk) begin
        if (rst) current_state <= CPU_WAIT;
        else current_state <= next_state;
    end
    always @(*) begin
        case (current_state)
            CPU_WAIT: begin
                if (from_cpu_inst_req_valid) next_state = TAG_READ;
                else next_state = CPU_WAIT;
            end
            TAG_READ: begin
                if (cache_hit) next_state = CACHE_READ;
                else next_state = EVICT;
            end
            CACHE_READ: next_state = RESPONSE;
            EVICT: next_state = MEM_READ;
            MEM_READ: begin
                if (from_mem_rd_req_ready) next_state = RECEIVE;
                else next_state = MEM_READ;
            end
            RECEIVE: begin
                if (from_mem_rd_rsp_valid & from_mem_rd_rsp_last) begin
                    next_state = REFILL;
                end
                else next_state = RECEIVE;
            end
            REFILL: next_state = RESPONSE;
            RESPONSE: begin
                if (from_cpu_cache_rsp_ready) next_state = CPU_WAIT;
                else next_state = RESPONSE;
            end
            default: next_state = CPU_WAIT;
        endcase
    end
    wire isNowWAIT_CPU   = current_state == CPU_WAIT;
    wire isNowTAG_READ   = current_state == TAG_READ;
    wire isNowCACHE_READ = current_state == CACHE_READ;
    wire isNowEVICT      = current_state == EVICT;
    wire isNowMEM_READ   = current_state == MEM_READ;
    wire isNowRECEIVE    = current_state == RECEIVE;
    wire isNowREFILL     = current_state == REFILL;
    wire isNowRESPONSE   = current_state == RESPONSE;
    assign to_cpu_inst_req_ready = isNowWAIT_CPU;
    assign to_cpu_cache_rsp_valid = isNowRESPONSE;
    assign to_mem_rd_req_valid = isNowMEM_READ;
    assign to_mem_rd_rsp_ready = isNowRECEIVE | rst;
    reg [31:0] from_cpu_inst_req_addr_reg;
    always @(posedge clk) begin
        if (isNowWAIT_CPU) from_cpu_inst_req_addr_reg <= from_cpu_inst_req_addr;
    end
    assign to_mem_rd_req_addr = {from_cpu_inst_req_addr_reg[31:5], 5'b0};
    reg [256 - 1:0] new_cache_line;
    always @(posedge clk) begin
        if (isNowRECEIVE & from_mem_rd_rsp_valid) begin
            new_cache_line <= {from_mem_rd_rsp_data, new_cache_line[256 - 1:32]};
        end
    end
endmodule
```
`./run.sh`:
```
#!/bin/bash
# OpenROAD 26Q1-2900-gdf79404cd8, Yosys 0.63+post, stock flow scripts
make -C /OpenROAD-flow-scripts/flow DESIGN_CONFIG=/design/flow/config.mk WORK_HOME=/design/flow/orfs finish
```
==> impl_metrics.tcl <==
# flow metrics
set metrics [dict create \
    worstPathArrival_ps 51270 \
    cp_cell_sequence "buf_8, buf_4, nor2b_4, buf_4, nand2_4, buf_4, buf_4, buf_4, buf_12, buf_4, o22ai_1, nor4_1, a221oi_2, buf_4, mux2i_1, nand2b_1, a41oi_1, o22ai_1, buf_4, clkdlybuf4s50_1" \
    drtIter0Drc 17010 \
    post_cts_buffers 0 \
    vias 210900 \
    max_slew_margin -0.03214 \
    ys_warn_count 1 \
    grt_overflow 0 \
    fmax_mhz 10.73 \
    dr.pass1.iters 8 \
    stdcell_area_um2 405400 \
    vdd_drop_max_v 0.00001068 \
    holdBufCountCts 0 \
    netlist_instances 19390 \
    holdPathEnd "new_cache_line[151]" \
    period_needed_ps 93210 \
    ys_seq_frac 0.8015 \
    cp_max_fo 73 \
    clk_pin_slew_worst_paths_ps 60 \
    insertion_delay_ps 1290 \
    ys_chip_area_um2 348300 \
    critPathCaptureType "primary output" \
    antenna_found_initial 94 \
    final_max_slew_viol_count 2 \
    grtUsageMet2 0.3304 \
    fp_util 0.3011 \
    ys_ff 9311 \
    hold_violations 0 \
    wl_per_cell_um 36.14 \
    dieWidth_mm 1.080 \
    fillers 105700 \
    p_comb_frac 0.043 \
    drt-total-wl_mm 1333 \
    cp-start-kind "primary input" \
    p_sw_mw 0.8304 \
    grt_usage 0.2394 \
    slowest_stage "nor4_1" \
    yosysUniqueCellTypes 100 \
    tightest_slew_ps 1548 \
    grt_use_met1 0.2199 \
    maxCapViolations 1 \
    static-leakage-power_nw 125.8 \
    holdCritStartpoint "new_cache_line[183]" \
    crit_path_frequent_cell "buf_4" \
    rows 395 \
    cts_made_buffers 906 \
    drc 0 \
    worstSetupPathType "in -> out" \
    core_um2 1157000 \
    cts_tree "built" \
    final_antenna_net_count 0 \
    synth_area_um2 348300 \
    viasPerCell 5.720 \
    die_y_mm 1.080 \
    r2r-start "current_state[2]" \
    chipArea_um2 1165000 \
    grtUsageMet3 0.2359 \
    grt_pass1_vias 218900 \
    grt_pass1_wl_mm 1802 \
    seq_power_share 0.530 \
    yosys_cells 19390 \
    status "finished, violations left" \
    slowest_delay_ps 1120 \
    dp_hpwl_mm 771.1 \
    r2r-end "data_array_way2[2][108]" \
    post_cts_resized 0 \
    cts_sinks 9311 \
    ios 139 \
    critPathLaunch "from_cpu_inst_req_addr[5]" \
    gp_congestion 0.9868 \
    setup_viol 0 \
    cts_buffer_depth 4 \
    log.warning_count 31 \
    violations "capacitance limit, slew limit" \
    hold_class "reg -> reg" \
    cts-root-buf "clkbuf_16" \
    synth.avg_cell_area_um2 17.97 \
    fin_crit_sh 0.4445 \
    port_buffers 133 \
    reg2reg_depth 10 \
    rsz0062_at_grt "no" \
    synthArstFlopShare 0 \
    min_path_cells 0 \
    power.density_nw_per_um2 9.413 \
    edf_count 9271 \
    grt_max_degree 84 \
    setup_tns_ps 0 \
    dpl_cell_area_um2 375500 \
    fin_worst_skew_ps 124.2 \
    drive_above_1_share 0.1793 \
    yosys_most_used_dff "edfxtp_1" \
    htreeDepth 6 \
    clockPowerShare 0.427 \
    top_usage_layer "met2" \
    area_growth_pct 16.39 \
    required_ps 167760 \
    internal_power_mw 2.986 \
    rrSetupSlack_ps 204100 \
    swShare 0.2176 \
]
-- area by class of cell --
cell class / count / area [um^2] / area share
antenna: 118 / 295.3 / 0.0007283
clock buffer: 1095 / 23550 / 0.05809
clock inverter: 595 / 6057 / 0.01494
inverter: 26 / 130.1 / 0.0003210
multi-input combinational: 8722 / 64430 / 0.1589
sequential: 9311 / 279200 / 0.6887
tap: 15480 / 19370 / 0.04778
timing repair buffer: 1530 / 12400 / 0.03057
-- layout by cell type (no fill, tap or decap), types with 41 or more instances in the layout --
cell,netlist,layout
a211oi_1,117,108
a21oi_1,433,430
a221oi_1,184,145
a22o_1,69,69
a22oi_1,172,172
buf_12,0,49
buf_4,47,1344
bufinv_16,0,95
clkbuf_1,572,180
clkbuf_16,0,913
clkdlybuf4s50_1,0,111
clkinv_1,0,228
clkinv_2,0,173
diode_2,0,118
edfxtp_1,9271,9271
mux2_2,694,694
mux2i_1,581,581
mux4_2,157,157
nand2_1,336,325
nand3_1,50,49
nor2_1,645,600
nor2_4,0,41
nor3_1,166,162
nor4_1,302,279
o21ai_0,330,329
o221ai_1,585,584
o22a_1,74,74
o22ai_1,2911,2911
or3_1,51,51
or4_1,229,229
-- worst max path at each step --
stage	to	slack (ps)	cells past startpoint
CTS	to_cpu_cache_rsp_data[23]	116600	24
global route	to_cpu_cache_rsp_data[23]	116500	24
finish	to_cpu_cache_rsp_data[5]	116490	20
-- cells by family (layout without fill, tap and decap cells) --
group | Yosys count | after routing | share of synthesized area
flops | 9311 | 9311 | 0.8015
xor+xnor | 44 | 44 | 0.001106
fa+ha+maj | 4 | 4 | 0.0001437
compound gates | 5233 | 5233 | 0.1014
buf+inv | 1357 | 3246 | 0.01686
mux | 1437 | 1437 | 0.04945
simple gates | 1999 | 1999 | 0.02951
other cells | 1 | 123 | 0.00001077
-- through the flow --
stage | hold slack (ps) | cells | setup slack (ps) | power [mW] | utilization
after floorplan | 428.5 | 19390 | 122260 | 2.142 | -
after global routing | 434.7 | 36780 | 116500 | 3.899 | 0.3502
final | 401.4 | 36880 | 116490 | 3.816 | 0.3504
after detailed placement | 436.6 | 35070 | 116630 | 2.219 | 0.3245
after global placement | 435.8 | 35060 | 116480 | 2.220 | 0.3244
after CTS | 418.1 | 36760 | 116600 | 3.821 | 0.3501
-- power groups by stage --
stage / combinational [mW] / sequential, mW / clock, mW
5_1_grt: 0.168 / 2.02 / 1.71
4_1_cts: 0.158 / 2.02 / 1.64
6_report: 0.163 / 2.02 / 1.63
-- synthesized netlist by cell type (184+ instances only) --
cell type  number  area, um^2
buf_1         347        1303
mux2_2        694        7815
o21ai_0       330        1652
buf_2         342        1712
nand2_1       336        1261
clkbuf_1      572        2147
a21oi_1       433        2167
nor4_1        302        1889
o221ai_1      585        5124
o22ai_1      2911       18210
mux2i_1       581        5816
a221oi_1      184        1612
edfxtp_1     9271      278400
or4_1         229        1719
nor2_1        645        2421
-- critical path, delay by kind of cell --
kind | cells | cell delay, ps
simple gates | 4 | 1810
compound gates | 4 | 1610
buf+inv | 11 | 5120
mux | 1 | 190
-- per-layer routing --
layer,part of all wire,wire length (um),vias up
met4,0.067,89230,169
met1,0.28,373400,103000
met5,0.0056,7473,-
met3,0.22,289800,3681
li1,-,-,84050
met2,0.43,572700,20040
Power is estimated from default activity; no workload was simulated.
